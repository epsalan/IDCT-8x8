--- design/flow/design.v ---
`timescale 1ns / 1ps
module mac_unit (
    input clk,
    input rst,
    input start,
    input signed [15:0] data,
    input signed [15:0] weight,
    output reg signed [31:0] mac_out,
    output reg done
);
    reg signed [31:0] accumulator;
    always @(posedge clk or posedge rst) begin
        if (rst) begin
            accumulator <= 0;
            mac_out <= 0;
            done <= 0;
        end else if (start) begin
            accumulator <= data * weight;
            mac_out <= accumulator;
            done <= 1;
        end else begin
            done <= 0;
        end
    end
endmodule
--- design/flow/run.sh ---
#!/bin/bash
# OpenROAD 26Q1-2900-gdf79404cd8, Yosys 0.63+post, stock flow scripts
make -C /OpenROAD-flow-scripts/flow DESIGN_CONFIG=/design/flow/config.mk WORK_HOME=/design/flow/orfs finish
--- design/flow/config.mk ---
export PLATFORM = sky130hd
export DESIGN_NAME = mac_unit
export DESIGN_NICKNAME = mac_unit
export VERILOG_FILES = /design/flow/design.v
export SDC_FILE = /design/flow/constraint.sdc
export NUM_CORES = 4
export LEC_CHECK = 1
export CORE_UTILIZATION = 40
--- design/flow/constraint.sdc ---
current_design mac_unit

set clk_period 1.0
set clk_io_pct 0.2

create_clock -name clk0 -period $clk_period [get_ports {clk}]

set non_clock_inputs [all_inputs -no_clocks]
set_input_delay [expr $clk_period * $clk_io_pct] -clock clk0 $non_clock_inputs
set_output_delay [expr $clk_period * $clk_io_pct] -clock clk0 [all_outputs]
==> CHANGELOG.md <==
### Physical design

* Flops & latches, synth at 65
* Final Max Tran Viols at 0
* Commonest Layout Cell: inv_1
* Number of CTS-inserted buffers at 9
* Overall via count from detail_route at 9,147
* Proportion of synthesized chip area in sequential cells at 13.3%
* Number of remaining DRC errors at 0
* FP Rows at 63
* Wire per inst at 15.0 um
* Post-place instance area at 15,200 um2
* Vias in the first global route at 9,949
* Global router's overall resource usage at 21.2%
* Largest net degree at the start of global routing at 29
* Register-to-Register Setup Slack at 0.08 ns
* Number of antenna cells inserted at 0
* Yosys warns at 1
* CTS max path bufs at 2
* Sum of routed wire length over all layers at 28,800 um
* Arrival time of data at the critical path endpoint at 5.65 ns
* Root cell of the clock tree: clkbuf_16
* Number of DRC violations after detailed-routing iteration 0 at 238
* Number of top-level design ports at 68
* Height of the die at 177 um
* Number of antenna violations at the first check in global routing at 0
* Worst setup skew after layout at 0.00219 ns
* Worst hold stages at 3
* Layout cell share with drive strength beyond 1 at 39.7%
* Per-cell via count in the routed design at 4.77
* Violated checks: setup timing
* Number of distinct library cells after synthesis at 48
* # port buffers at 67
* Last weighted congestion value of the routability-driven placer at 0.891
* Wire length of the first global-routing pass at 48,700 um
* H-tree levels at 3
* Number of cell instances on the worst register-to-register path at 3
* Pre-Place Util at 41.0%
* DP HPWL at 22,800 um
* Final ANT Viol Nets at 0
* Setup violators final at 42
* Mapped Cells at 1,229
* Startpoint types: input pin
* Largest fanout on the critical path at 5
* Quantity of hold-fixing buffers added after cts at 0
* Clk latency late pin at 0.32 ns
* Final global-route overflow total at 0
* Synthesis area per yosys at 12,200 um2
* Router iterations before antenna repair at 4
* End of the worst hold path: accumulator[31]$_DFFE_PP0P_
* FMAX at 184 MHz
* Slew of the pin with the lowest slew margin at 0.416 ns
* RSZ-0062 raised after global routing: true
* Final critical-path required period at 5.45 ns
* Worst path setup slack after routing at -4.45 ns
* Final-report hold violation count at 0
* X dimension of the die at 177 um
* Critical register-to-register path startpoint: accumulator[31]$_DFFE_PP0P_
* Max Cap Viol at 0
* Synthesized area at 12,200 um2
* Endpoint of the most critical register-to-register path: accumulator[31]$_DFFE_PP0P_
* Fraction of the cycle the final worst path needs at 545%
* Endpoint required time on the critical path at 1.21 ns
* Startpoint of the tightest hold check path: start
* Clock input transition at the sequential cells of the worst setup and hold paths at 0.06 ns
* Average instance area after synthesis at 9.93 um2
* Result of the run: finished, violations left
* Crit end category: flip-flop
* HP Class: in2reg
* Worst max-slew margin expressed relative to the limit at 72.2%
* Core area at 29,800 um2
* Post-synthesis to final-layout area growth at 39.0%
* Post-synthesis cell count from yosys at 1,229
* Top library cells by usage in the layout, fill and taps aside: 261 x inv_1, 239 x fa_1, 173 x buf_4
* Number of sinks driven by the clock tree at 65
* Final cell area excluding filler cells at 17,000 um2
* TritonCTS clock tree: yes
* Category of the most critical setup path: in2reg
* Overall chip area at 31,200 um2
* Number of warning messages in the logs at 28
==> cell families after synthesis <==
kind of cell	after synthesis	synth area share (%)
flops	65	13.3
xor+xnor	32	2.30
buf+inv	336	10.3
simple gates	319	13.1
compound gates	80	4.70
fa+ha+maj	344	51.4
mux	53	4.92
==> how the worst max path moves through the flow <==
| stage | start | end | slack, ns | cells after the start |
|---|---|---|---|---|
| CTS | weight[6] | accumulator[29]$_DFFE_PP0P_ | -4.57 | 23 |
| global route | data[4] | accumulator[28]$_DFFE_PP0P_ | -4.61 | 21 |
| finish | weight[3] | accumulator[28]$_DFFE_PP0P_ | -4.45 | 22 |
==> cell type report <==
cell class,instances,area (um2)
Sequential cell,65,1630
Inverter,295,1120
Clock buffer,10,239
Tap cell,390,488
Fill cell,2457,12800
Timing Repair Buffer,325,3000
Clock inverter,6,67.6
Multi-Input combinational cell,828,10400
==> repair_timing <==
| item | in CTS | in global routing |
|---|---|---|
| resized | 315 | 180 |
| setup buffers | 52 | 30 |
| endpoints found under the setup margin | 65 | 64 |
| cloned | 10 | 0 |
| pin swaps | 106 | 128 |
==> Yosys cell counts, drive strengths merged <==
library cell	number	area share, %
or3	2	0.10
and3	2	0.10
a21oi	21	0.92
a311oi	3	0.27
inv	295	9.1
nor2	28	0.88
nor3b	2	0.12
xor2	6	0.43
a221oi	3	0.37
mux2	53	4.9
o211ai	4	0.29
a21o	9	0.55
fa	262	43
xnor2	26	1.9
o21bai	5	0.31
nand2	136	4.2
nand4	4	0.20
and2b	1	0.062
ha	82	8.4
and3b	1	0.072
and4	1	0.092
nor4b	1	0.072
a31o	2	0.14
o21ai	17	0.79
or2	1	0.051
nand3	7	0.33
o21a	3	0.18
and2	122	6.3
a31oi	1	0.051
nand2b	6	0.31
nor3	2	0.082
a21boi	1	0.062
dfrtp	65	13
o22ai	4	0.20
o22a	1	0.072
nor2b	3	0.15
a211oi	6	0.49
clkbuf	41	1.3
==> layer usage <==
| metal | GRT usage (%) | vias to the layer above | routed length (um) |
|---|---|---|---|
| li1 | - | 4250 | - |
| met1 | 29.7 | 4685 | 11900 |
| met2 | 36.4 | 192 | 14900 |
| met3 | 4.84 | 20 | 1780 |
| met4 | 1.44 | 0 | 241 |
| met5 | 1.28 | - | 0 |
==> stage by stage <==
stage	std cells	hold slack [ns]	setup TNS [ns]	util, %	setup WS [ns]
floorplan	1229	0.231	-102.54	-	-4.28
finish	1919	0.263	-108.78	57.0	-4.45
global route	1919	0.261	-113.77	57.0	-4.61
global placement	1822	0.486	-133.32	51.2	-5.14
detailed placement	1822	0.490	-133.93	51.2	-5.18
CTS	1899	0.251	-113.20	55.1	-4.57
==> worst max-delay path, stage by stage <==
cell,delay [ns]
clkbuf_4,0.15
buf_8,0.13
and2_4,0.14
fa_2,0.46
buf_12,0.15
buf_4,0.13
fa_2,0.57
fa_2,0.44
fa_1,0.46
fa_1,0.49
inv_1,0.05
fa_1,0.48
inv_2,0.05
ha_4,0.27
nand4_1,0.14
a21oi_2,0.20
a21oi_2,0.10
a311oi_4,0.38
a221oi_2,0.11
and2b_1,0.18
xnor2_1,0.12
mux2_4,0.25
==> sequential cells by signal (all words and copies together) (netlist names) <==
signal       cells
mac_out         32
accumulator     32
done             1
