<file path="flow/run.sh">
#!/bin/bash
# OpenROAD 26Q1-2900-gdf79404cd8, Yosys 0.63+post, stock flow scripts
make -C /OpenROAD-flow-scripts/flow DESIGN_CONFIG=/design/flow/config.mk WORK_HOME=/design/flow/orfs finish
</file>
<file path="flow/config.mk">
export PLATFORM = sky130hd
export DESIGN_NAME = row_buffer
export DESIGN_NICKNAME = row_buffer
export VERILOG_FILES = /design/flow/design.v
export SDC_FILE = /design/flow/constraint.sdc
export NUM_CORES = 4
export LEC_CHECK = 1
export CORE_UTILIZATION = 30
</file>
<file path="flow/constraint.sdc">
current_design row_buffer

set clk_period 1.2
set clk_io_pct 0.2

create_clock -name clk0 -period $clk_period [get_ports {clk}]

set non_clock_inputs [all_inputs -no_clocks]
set_input_delay [expr $clk_period * $clk_io_pct] -clock clk0 $non_clock_inputs
set_output_delay [expr $clk_period * $clk_io_pct] -clock clk0 [all_outputs]
</file>
<file path="flow/design.v">
`timescale 1ns / 1ps
module row_buffer (
    input clk, rst, write_enable, read_enable,
    input [5:0] index, 
    input signed [15:0] data_in,
    output reg signed [15:0] data_out
);
    reg signed [15:0] buffer [0:63];
    integer i;
    always @(posedge clk or posedge rst) begin
        if (rst) begin
            for (i = 0; i < 64; i = i + 1)
                buffer[i] <= 0;
        end else if (write_enable) begin
            buffer[index] <= data_in;
        end
    end
    always @(*) begin
        if (read_enable) data_out = buffer[index];  
    end
endmodule
</file>
==> results.cfg <==
; flow metrics
[floorplanning]
dieHeight_um = 399
die_w_um = 399
row_count = 145
dieArea_um2 = 159000
initCoreUtil = 0.302
ios = 42
core_region_area_um2 = 156000

[hold_path]
hp-start = data_in[13]
min_path_cells = 2
holdCritPathClass = in -> reg
holdPathEnd = buffer[47][13]

[clocking]
cts_tree = done
worstSkewPairLatency_ps = 690
path_clk_slew_ps = 60
cts_buffers = 107
root_buffer = clkbuf_16
h-tree-depth = 3
clock_path_buffers = 3

[critical_path]
worst_setup_path_end_kind = flip-flop
critPathBufInv = 4
cp_cell_sequence = buf_4 > bufbuf_16 > and4b_4 > and3_4 > buf_12 > buf_16 > mux2_4
critPathArrivalTime_ps = 1780
r2r_slack_ps = 350
r2r-start = buffer[50][6]
start_kind = input pin
cp.required_ps = 1780
worstPathMaxFanout = 7
reg2reg_depth = 1
slowest_delay_ps = 300
worstSetupPathType = in -> reg
path_delay_family = buffers and inverters
slowest_stage = mux2_4
r2r-end = buffer[50][6]

[synthesis]
synth-compound-area-share = 0.000423
syn_area_um2 = 47300
ys_cells = 3957
syn_avg_cell_area_um2 = 11.9
synth.cellmix.simpleShare = 0.168
numSynthFlops = 1040
ys_area_um2 = 47300
synth_cell_types = 30
synthMuxAreaShare = 0.244
synth_cells = 3957
yosys.area_share.adder = 0
topCombFamilyByArea = multiplexers
synthXorXnorAreaFrac = 0
yosys_warnings = 2

[sta]
maxSlewViolCount = 0
finalHoldViolCount = 0
fin_skew_ps = 0
untimed_endpoints = 32
final.min_clock_period_ps = 1200
fin_tns_setup_ps = 0
worst_pin_slew_ps = 1000
fmaxAchievable_mhz = 834
unclocked_pins = 16
setup_viol = 0
holdWs_ps = 11.6
finalClockPeriodUsage = 0.999
relSlewSlack = 0.325

[grt]
grt_pass1_wl_mm = 262
grt_max_degree = 106
grtUsageTotal = 0.236
grt_antenna_before_repair = 1
gr-total-overflow = 0
grt_pass1_vias = 35900

[final_layout]
area_delta_synth_final_pct = 25.1
final_cells = 6235
final_cell_mix = 1,024 x dfrtp_1, 1,020 x nand3_1, 756 x mux2_2, 268 x mux2_4, 268 x nand4_1
seqCellArea_um2 = 25900
drive_gt1_frac = 0.413
final_layout_top_logic_cell = dfrtp_1
combGateArea_um2 = 21100
n_fill_cell = 14600

[routing]
vias_per_cell = 5.70
drc = 0
vias = 35600
dr.pass1.iters = 6
initialDrtViolationCount = 2826
antenna_left = 0
drt-wirelength-per-cell_um = 28.9
drt-total-wl_mm = 180

[place]
dp_cells = 5982
io_buffers = 41
gp_congestion = 0.915
hpwl_mm = 107

[run]
max_cap_viol_count = 0
warnings = 30

[power]
p_per_area_nw_per_um2 = 1450
netSwitchingFraction = 0.249
power_mw = 85.9
power.internal_mw = 64.5
peakVddDrop_mv = 1.32
clkPwrFrac = 0.402
seq_power_share = 0.483
leakage_nw = 27.3
p_switching_mw = 21.3
combinationalPowerShare = 0.115

[outcome]
status = complete, no violations
[final cells by class]
| cell class | instances | area share |
|---|---|---|
| Clock buffer | 165 | 0.0549 |
| Inverter | 1 | 0.000127 |
| Clock inverter | 36 | 0.00673 |
| Antenna cell | 1 | 0.0000423 |
| Tap cell | 2058 | 0.0435 |
| Sequential cell | 1040 | 0.437 |
| Multi-Input combinational cell | 2483 | 0.356 |
| Timing Repair Buffer | 451 | 0.101 |
[power groups by stage]
stage	registers, mW	clock network [mW]	logic (mW)
finish	41.5	34.5	9.89
global route	42.0	36.1	10.6
CTS	41.4	34.8	9.85
[logic make-up after synthesis]
group           count (synthesis)
mux                          1024
buf+inv                       441
latches                        16
flops                        1024
compound gates                  4
simple gates                 1448
[what timing repair did]
| item | 4_1_cts | 5_1_grt |
|---|---|---|
| hold buffers | 2 | 0 |
| gates resized | 91 | 15 |
| cloned | 21 | 1 |
| pin swaps | 27 | 12 |
| buffers inserted | 27 | 2 |
| endpoints found under the setup margin | 1024 | 414 |
| hold endpoints to repair | 13 | 0 |
[registers in the layout, indices dropped and copies added (netlist names)]
signal    cells
data_out     16
buffer     1024
[cells in the mapped netlist (all sizes together)]
library cell / n / share of area
nand2: 40 / 0.0049
dfrtp: 1024 / 0.54
and4b: 4 / 0.00085
and4bb: 6 / 0.0016
and4: 1 / 0.00019
dlxtp: 16 / 0.0051
mux2: 1024 / 0.24
nor3b: 3 / 0.00048
and2: 9 / 0.0012
nand4: 268 / 0.035
inv: 1 / 0.000079
nand3: 1024 / 0.11
o21ai: 4 / 0.00042
nor4: 65 / 0.0089
and3: 20 / 0.0026
nor2: 1 / 0.00013
nor2b: 2 / 0.00026
clkbuf: 214 / 0.017
buf: 226 / 0.024
nor4b: 4 / 0.0020
and3b: 1 / 0.00019
[worst max-delay path by stage]
stage | from | end | cells after the start | slack, ps
after global routing | index[3] | buffer[43][8] | 7 | -8
after CTS | index[4] | buffer[9][7] | 8 | 6
final | index[3] | buffer[43][7] | 7 | 0.8
[per-layer routing]
layer  vias to the layer above  GRT usage  wire (um)
met1                     18500      0.315      70200
li1                      14800          -          -
met5                         -     0.0112        263
met2                      1765      0.327      76300
met4                         6      0.105      10300
met3                       489      0.115      23200
[per-stage QoR]
stage                     cell area, um2  setup WS [ps]   util
after floorplan                    49200         -13150      -
after global placement             54400          -1220  0.348
after detailed placement           54400          -1210  0.348
after CTS                          59100           6.44  0.378
after global routing               59100          -7.83  0.378
final                              59100          0.787  0.378
