File: ./design.v
`timescale 1ns / 1ps
module idct_fsm (
    input wire clk, rst, start, mac_done,
    output reg mac_enable, load_row, load_col, done
);
    localparam IDLE        = 3'b000,  
               LOAD_ROW    = 3'b001,  
               COMPUTE_ROW = 3'b010,  
               LOAD_COL    = 3'b011,  
               COMPUTE_COL = 3'b100,  
               FINISH      = 3'b101;  
    reg [2:0] state, next_state;
    always @(posedge clk or posedge rst) begin
        if (rst)
            state <= IDLE;
        else
            state <= next_state;
    end
    always @(*) begin
        next_state = state;
        case (state)
            IDLE:        if (start) next_state = LOAD_ROW;
            LOAD_ROW:    next_state = COMPUTE_ROW;
            COMPUTE_ROW: if (mac_done) next_state = LOAD_COL;   
            LOAD_COL:    next_state = COMPUTE_COL;
            COMPUTE_COL: if (mac_done) next_state = FINISH;     
            FINISH:      if (!start) next_state = IDLE;
        endcase
    end
    always @(*) begin
        {mac_enable, load_row, load_col, done} = 4'b0000;
        case (state)
            LOAD_ROW:    load_row = 1;
            COMPUTE_ROW: mac_enable = 1;
            LOAD_COL:    load_col = 1;
            COMPUTE_COL: mac_enable = 1;
            FINISH:      done = 1;
        endcase
    end
endmodule
File: ./run.sh
#!/bin/bash
# OpenROAD 26Q1-2900-gdf79404cd8, Yosys 0.63+post, stock flow scripts
make -C /OpenROAD-flow-scripts/flow DESIGN_CONFIG=/design/flow/config.mk WORK_HOME=/design/flow/orfs finish
File: ./config.mk
export PLATFORM = sky130hd
export DESIGN_NAME = idct_fsm
export DESIGN_NICKNAME = idct_fsm
export VERILOG_FILES = /design/flow/design.v
export SDC_FILE = /design/flow/constraint.sdc
export NUM_CORES = 4
export LEC_CHECK = 1
export CORE_AREA = 10 10 70 70
export DIE_AREA = 0 0 80 80
File: ./constraint.sdc
current_design idct_fsm

set clk_period 1.4
set clk_io_pct 0.2

create_clock -name clk0 -period $clk_period [get_ports {clk}]

set non_clock_inputs [all_inputs -no_clocks]
set_input_delay [expr $clk_period * $clk_io_pct] -clock clk0 $non_clock_inputs
set_output_delay [expr $clk_period * $clk_io_pct] -clock clk0 [all_outputs]
==> results.ini <==
[critical_path]
r2r-start = state[4]
r2r-end = state[4]
cp.buffers_inverters = 1
rr_worst_depth = 3
path_max_fanout = 2
crit_path_start_kind = flop
required_ns = 1.12
slowest_delay_ns = 0.48
regToRegSetupSlack_ns = 0.45
path_delay_family = buffers and inverters
crit_path_end_kind = primary output
crit_end = done
crit_path_start = state[4]
path_depth = 1
slowest_stage = clkdlybuf4s50_1
worst_ep_arrival_time_ns = 1.09
crit_chain = clkdlybuf4s50_1
worstSetupPathType = flop to primary output

[clock_network]
clk_pin_slew_ns = 0.05
clock_path_buffers = 2
root_buffer = clkbuf_4
cts_tree = done
htree_levels = 1
cts-buffers-inserted = 3
clk_latency_ns = 0.25
postCtsHoldBufs = 0
cts_num_sinks = 6

[drt]
dr_wl_met3_um = 97
wl_per_cell_um = 7.17
routed_wl_um = 559
final_antenna_net_count = 0
dr.pass1.iters = 1
vias = 169
drc = 0
top_layer = met4
first_iter_violations = 0
wl_met2_um = 154
num_antenna_cells = 0
wl_met1_um = 297
routed_via_density = 2.17

[global_routing]
grt_pass1_wl_um = 952
grt_usage_pct = 1.95
grt_pass1_vias = 201
antenna_found_initial = 0
grt_max_degree = 7
grt_overflow = 0

[floorplan]
ioPinCount = 8
core_area_um2 = 3420
initCoreUtil_pct = 6.19
die_area_um2 = 6400
fp-row-count = 21
chipHeight_um = 80
dieWidth_um = 80

[timing]
relSlewSlack_pct = 86.2
finalSetupViolations = 0
tightestPinTransition_ns = 0.206
max_freq_mhz = 732
finalClockPeriodUsage_pct = 97.5
hold_ws_ns = 0.251
finalCriticalPeriod_ns = 1.37
fin_tns_setup_ns = 0
hold_viol = 0
clock_skew_ns = 0.00426
slew_viol_final = 0

[synth]
avgSynthCellArea_um2 = 13.2
yosys_warnings = 1
synth_cells = 16
yosysCellCount = 16
area_leaders = dfrtp_1 (59%), dfstp_2 (12%), a21o_1 (7.1%)
aoi_share_pct = 11.8
synthDominantCellAreaShare_pct = 59.2
ys_seq_share_pct = 71.6
ys_sh_simple_pct = 13.0
fa_ha_area_share_pct = 0
mux_share_pct = 0
ys_types = 9
top_area_cell = dfrtp_1
ys_area_um2 = 211
syn_area_um2 = 211
ys_sh_xor_pct = 0
ys_ff = 6
synth.logic.top_family = simple AND/OR/NAND/NOR gates

[final_layout]
drive_gt1_share_pct = 34.4
fillers = 400
largest_register_ff_count = 6
area_delta_synth_final_pct = 91.1
stdcell_area_um2 = 404
utilization_pct = 11.8
largestRegisters = state x6
largest_register = state

[place]
gp_congestion = 0.689
place_area_um2 = 339
port_buffers = 7

[power]
peakVddDrop_uv = 328
power_density_nw_per_um2 = 1120
power.leakage_nw = 0.220
p_total_mw = 0.452

[flow_run]
maxCapViolations = 0
warnings = 25

[min_path]
min_path_type = input port to async pin

[run_status]
status = finished clean

## area by class of cell
| type | instances | area, um2 | share of cell area (%) |
|---|---|---|---|
| clock buffer | 4 | 26.3 | 6.50 |
| timing repair buffer | 12 | 109 | 26.9 |
| tap | 46 | 57.6 | 14.2 |
| inverter | 2 | 7.51 | 1.86 |
| sequential | 6 | 151 | 37.5 |
| multi-input combinational | 8 | 52.6 | 13.0 |
## layout by cell type, fill, tap and decap left out, drive strengths merged
cell type and instances:
a22o 1, dfrtp 5, buf 5, clkdlybuf4s50 5, inv 2, and2 2
nor2 2, dfstp 1, a21o 2, or2 1, dlymetal6s2s 1, dlygate4sd2 1
clkbuf 4
## synth_stat cells
| library cell | instances |
|---|---|
| dfrtp_1 | 5 |
| dfstp_2 | 1 |
| nor2_1 | 2 |
| and2_2 | 1 |
| or2_1 | 1 |
| a22o_2 | 1 |
| and2_1 | 1 |
| a21o_1 | 2 |
| inv_1 | 2 |
## kinds of logic after synthesis
group | Yosys count
buf+inv | 2
compound gates | 3
flops | 6
simple gates | 5
## metrics by stage
step	instances	setup WS (ns)
final	78	0.0347
after detailed placement	69	0.0855
after CTS	76	0.0126
after global placement	69	0.0898
after floorplan	16	0.567
after global routing	78	-0.00167
## power by group
group | total (mW) | switching (mW) | internal [mW]
clock | 0.172 | 0.0642 | 0.108
sequential | 0.201 | 0.00824 | 0.193
combinational | 0.0790 | 0.0245 | 0.0545
total | 0.452 | 0.0970 | 0.355
## routing by layer
metal / vias to the layer above / global-route usage, %
li1: 81 / -
met1: 75 / 2.63
met2: 11 / 2.01
met3: 2 / 2.05
met4: 0 / 0.352
met5: - / 0
## how the worst min path moves through the flow
stage         start       end  depth (start not counted)
global route    rst  state[5]                          2
finish          rst  state[5]                          2
CTS             rst  state[5]                          2
## what timing repair did
action | 4_1_cts | 5_1_grt
pin swaps | 0 | 0
endpoints found under the setup margin | 2 | 3
resized | 1 | 1
setup buffers | 3 | 2
Power figures rest on the tool's default switching activity, not on a simulated workload.
